--- design.v ---
module ROM_wrapper (
	input  logic                            clk,
    input  logic                            rst,
    input  logic [8-1:0]        ARID_S,
    input  logic [32-1:0]       ARADDR_S,
    input  logic [4-1:0]        ARLEN_S,
    input  logic [3-1:0]       ARSIZE_S,
    input  logic [1:0]                      ARBURST_S,
    input  logic                            ARVALID_S,
    output logic                            ARREADY_S,
    output logic [8-1:0]        RID_S,
    output logic [32-1:0]       RDATA_S,
    output logic [1:0]                      RRESP_S,
    output logic                            RLAST_S,
    output logic                            RVALID_S,
    input  logic                            RREADY_S,
    input  logic [8-1:0]        AWID_S,
    input  logic [32-1:0]       AWADDR_S,
    input  logic [4-1:0]        AWLEN_S,
    input  logic [3-1:0]       AWSIZE_S,
    input  logic [1:0]                      AWBURST_S,
    input  logic                            AWVALID_S,
    output logic                            AWREADY_S,
    input  logic [32-1:0]       WDATA_S,
    input  logic [4-1:0]       WSTRB_S,
    input  logic                            WLAST_S,
    input  logic                            WVALID_S,
    output logic                            WREADY_S,
    output logic [8-1:0]        BID_S,
    output logic [1:0]                      BRESP_S,
    output logic                            BVALID_S,
    input  logic                            BREADY_S,
    output	logic                           ROM_enable,      
    output	logic                           ROM_read,        
    output	logic [11:0]                    ROM_address,     
    input	      [32-1:0]      ROM_out          
);
	typedef enum logic [1:0] {
		ACCEPT        = 2'd0,
		ReadData      = 2'd1,
		WriteData     = 2'd2,
		WriteResponse = 2'd3
	} state_t;
    state_t 				    CurrentState, NextState;
	logic [8-1:0] 	AWID, ARID;
	logic [32-1:0]  Buffer;
	logic 						Buffer_valid;
	always_ff @( posedge clk or posedge rst ) begin
		if (rst) CurrentState <= ACCEPT;
		else 	 CurrentState <= NextState;
	end
	always_comb begin
        case(CurrentState)
        ACCEPT: begin
            if      (ARVALID_S) NextState = ReadData;
            else if (AWVALID_S) NextState = WriteData;
            else                NextState = ACCEPT;
        end
        ReadData: begin
            if (RREADY_S)       NextState = ACCEPT;
            else                NextState = CurrentState;
        end
        WriteData: begin
            if (WVALID_S && WLAST_S)
                                NextState = WriteResponse;
            else                NextState = CurrentState;
        end
        WriteResponse: begin
            if(BREADY_S)        NextState = ACCEPT;
            else                NextState = CurrentState;
        end
        endcase
    end
    always_comb begin
        ARREADY_S = 1'b0;
        AWREADY_S = 1'b0;
        RID_S     = 8'd0;
        RDATA_S   = 32'd0;
        RRESP_S   = 2'h3;
        RVALID_S  = 1'b0;
        RLAST_S   = 1'b0;
        WREADY_S  = 1'b0;
        BID_S     = 8'd0;
        BVALID_S  = 1'b0;
        BRESP_S   = 2'h3;
        case (CurrentState)
            ACCEPT: begin
                ARREADY_S = 1'b1;
                AWREADY_S = 1'b1;
            end
            ReadData: begin
                RID_S     = ARID;
                RDATA_S   = (Buffer_valid) ? Buffer : ROM_out;
                RRESP_S   = 2'h0;
                RVALID_S  = 1'b1;
                RLAST_S   = 1'b1;
            end
            WriteData: begin
                WREADY_S  = 1'b1;
            end
            WriteResponse: begin
                BID_S     = AWID;
                BVALID_S  = 1'b1;
                BRESP_S   = 2'h2;
            end
        endcase
    end
	always_ff @(posedge clk or posedge rst) begin
        if (rst) begin
            ARID  <= 8'd0;
            AWID  <= 8'd0;
        end
        else if (CurrentState == ACCEPT) begin
            ARID  <= ARVALID_S ? ARID_S : ARID;
            AWID  <= AWVALID_S ? AWID_S : AWID;
        end
    end
	always_ff @( posedge clk or posedge rst ) begin  
		if (rst) begin
            Buffer_valid <= 1'b0;
            Buffer       <= 32'd0;
        end else if (CurrentState == ReadData) begin
            if (RREADY_S && RVALID_S) begin
                Buffer_valid <= 1'b0;
                Buffer       <= 32'd0;
            end else begin
                Buffer_valid <= 1'b1;
                Buffer       <= ROM_out;
            end
		end
	end
    always_comb begin
        case (CurrentState)
            ACCEPT : begin
                ROM_enable  = ARVALID_S;
                ROM_read    = 1'b0;
                ROM_address = ARVALID_S ? ARADDR_S[13:2] : 12'd0;
            end
            ReadData : begin
                ROM_enable  = 1'b0;
                ROM_read    = 1'b1;
                ROM_address = 12'd0;
            end
            default : begin
                ROM_enable  = 1'b0;
                ROM_read    = 1'b0;
                ROM_address = 12'd0;
            end
        endcase
    end
endmodule
--- run.sh ---
#!/bin/bash
# OpenROAD 26Q1-2900-gdf79404cd8, Yosys 0.63+post, stock flow scripts
make -C /OpenROAD-flow-scripts/flow DESIGN_CONFIG=/design/flow/config.mk WORK_HOME=/design/flow/orfs finish
--- config.mk ---
export PLATFORM = sky130hd
export DESIGN_NAME = ROM_wrapper
export DESIGN_NICKNAME = ROM_wrapper
export VERILOG_FILES = /design/flow/design.v
export SDC_FILE = /design/flow/constraint.sdc
export NUM_CORES = 4
export LEC_CHECK = 1
export CORE_UTILIZATION = 30
--- constraint.sdc ---
current_design ROM_wrapper

set clk_period 7.4
set clk_io_pct 0.2

create_clock -name clk0 -period $clk_period [get_ports {clk}]

set non_clock_inputs [all_inputs -no_clocks]
set_input_delay [expr $clk_period * $clk_io_pct] -clock clk0 $non_clock_inputs
set_output_delay [expr $clk_period * $clk_io_pct] -clock clk0 [all_outputs]
==> notes.md <==
impl run done, here's what came out: status finished, final reports clean, crit path launch type input port, Avg Cell Area, Syn 10.5 sq um, TNS Setup 0 ps, Post-Synth AOI/OAI Area 0.0678, Comb area 0.00137 sq mm, critical path data required time 5920 ps, area leader, netlist dfrtp_1, Port Buf Inserts 138, Area after DPL 0.00430 sq mm, total tool warning count 131, Avg WL per Cell 14.0 um, Final period util 0.622, Synth area leaders dfrtp_1 (45%), mux2i_1 (22%), mux2_2 (6.3%), Min Clock Period, post-route 4600 ps, clock latency (worst-skew pair) 310 ps, CTS tree yes, Post-Synth Simple-Gate Area 0.123, Final setup viols 0, H-tree Lvls 2, ys cells 273, data arrival time of the worst path 3120 ps, Antenna Nets Post-Route 0, root buffer cell clkbuf_8, Worst-Margin Slew 670 ps, final slew viol count 0, register bit total from synthesis 53, Register Area 0.00133 sq mm, Cell Type Count 21, highest ir drop seen on vdd 0.149 mV, ANT cells 0, Post-Route WL 7360 um, Vias/cell 4.58, Die X 99.6 um, CP Max Fanout 15, hold crit path type reg -> reg, CTS Buf Count 5, top comb family, area multiplexers, filler cell count 867, Rows 35, Total GRT Usage 0.156, fp util 0.310, core area 0.00924 sq mm, Setup CP Type in -> out, Crit path largest cell delay 710 ps, synth warn 1, ratio of cells with drive above 1 in the final layout 0.0882, Chip Area, Yosys 0.00286 sq mm, crit path max-delay cell type clkdlybuf4s50_1, final hold viol count 0, clock skew 9.01 ps, Detail Placement HPWL 4900 um, Layout area overhead 54.5%, area fraction in mux cells 0.287, power per cell area 326 mW/mm^2, # resized after CTS 0, largest net degree at the start of global routing 54, adder share 0, Peak Freq 0.217 GHz, Post-CTS Hold Fix Bufs 0, share of the synthesized area in the top cell type 0.455, routed via count 2410, Seq share, synth 0.464, MaxCap Viol Count 0, die area 0.00993 sq mm, Leak 0.00195 uW, Initial DRC Count 59, post-CTS setup buffer count 0, number of global-route vias before repair 2508, Longest Clk Path Bufs 2, Mapped Area 0.00286 sq mm, Overflow after GRT 0, crit-path cells clkdlybuf4s50_1 -> nand2_1 -> inv_1 -> clkdlybuf4s50_1, Crit. End Element output pin, Slew headroom 0.553, initial antenna violation count 0, I/O Pins 246, overall die height 99.6 um, first-pass GRT wire length 12000 um, Reg clk slew, reported paths 90 ps, Mapped Cells 273, Clock Sinks 53, drt pass-1 iters 4, design area 0.00442 sq mm, gpl congestion 0.719, XOR-XNOR Cells, Area Fraction 0, unrepaired setup endpoints after global routing no, # DRC 0, CP dominant cell by count clkdlybuf4s50_1
cells in the mapped netlist:
master	count
a221o_1	1
and3_1	12
buf_4	5
nor3_1	2
nand3_1	1
dfrtp_1	52
mux2i_1	64
o21ai_0	2
nand2_1	3
buf_2	19
and2_1	17
o2bb2ai_1	1
inv_1	4
nor2_1	34
nor3_4	1
dfstp_2	1
a21oi_1	33
conb_1	1
clkbuf_1	3
inv_2	1
mux2_2	16
worst paths after layout:
path,depth (start not counted),slack (ps),from,to
worst min-delay path,1,500,ARID[0],ARID[0]
worst max-delay path,4,2800,ARVALID_S,ROM_enable
max in group asynchronous,3,5250,rst,Buffer_valid
min in group asynchronous,3,1670,rst,AWID[0]
worst min register to register,1,500,ARID[0],ARID[0]
worst max register to register,4,5260,CurrentState[2],Buffer[9]
cell type report:
type / count / share of cell area
Clock inverter: 2 / 0.00849
Multi-Input combinational cell: 188 / 0.310
Inverter: 5 / 0.00425
Sequential cell: 53 / 0.301
Tap cell: 129 / 0.0365
Timing Repair Buffer: 143 / 0.321
Clock buffer: 6 / 0.0187
layout by cell type (no fill, tap or decap), types with 2 or more instances in the layout:
cell	Yosys	routed
mux2_2	16	16
inv_1	4	3
nor3_1	2	2
and2_1	17	17
mux2i_1	64	64
dfrtp_1	52	50
o21ai_0	2	2
a21oi_1	33	33
clkbuf_8	0	6
nor2_1	34	34
and3_1	12	12
dfrtp_2	0	2
buf_4	5	5
inv_2	1	2
clkdlybuf4s50_1	0	138
nand2_1	3	3
critical path, delay by kind of cell:
kind	cells	cell delay, ps
buf+inv	3	1290
simple gates	1	350
registers in the layout, indices dropped and copies added, names as in the netlist:
register      flops
ARID              8
AWID              8
Buffer           32
Buffer_valid      1
CurrentState      4
power by group:
part	switching, uW	total [uW]	internal [uW]
clock network	97.7	208	110
logic	262	735	474
registers	73.1	497	424
layer usage:
| metal | vias to the layer above | global-route usage | share of wire |
|---|---|---|---|
| met2 | 99 | 0.248 | 0.44 |
| met4 | 0 | 0.0102 | 0.0083 |
| met3 | 5 | 0.0572 | 0.093 |
| met5 | - | 0 | 0 |
| met1 | 1122 | 0.219 | 0.45 |
| li1 | 1184 | - | - |
cells by family after synthesis:
kind of cell,Yosys count
other,1
DFF,53
muxes,80
buffers and inverters,32
AOI/OAI and AO/OA,37
and+or+nand+nor,70
per-stage QoR:
step | utilization | total power, uW | cells | hold slack [ps] | setup slack (ps)
after floorplan | - | 856 | 273 | 471 | 4110
after global placement | 0.465 | 1240 | 518 | 479 | 2820
after detailed placement | 0.465 | 1250 | 518 | 486 | 2780
after CTS | 0.478 | 1470 | 526 | 508 | 2780
after global routing | 0.478 | 1570 | 526 | 513 | 2620
final | 0.478 | 1440 | 526 | 503 | 2800
No activity file was given, so power comes from the tool's default toggle rates.
