`design/flow/design.v`:
```
module Program_Counter (
    input  logic        clk,
    input  logic        rst,
    input  logic        IF_DONE,
    input  logic        MEM_DONE,
    input  logic        stall,
    input  logic        flush,
    input  logic        pTaken,
    input  logic [31:0] pTarget,
    input  logic [31:0] fTarget,
    output logic [31:0] pc
);
    always_ff @(posedge clk or posedge rst) begin
    if (rst)             pc <= 32'd0;
    else if (IF_DONE && MEM_DONE) begin
        if      (flush)  pc <= fTarget;
        else if (stall)  pc <= pc;
        else if (pTaken) pc <= {pTarget};
        else             pc <= pc + 32'd4;
    end
end
endmodule
```
`design/flow/constraint.sdc`:
```
current_design Program_Counter

set clk_period 4.0
set clk_io_pct 0.2

create_clock -name clk0 -period $clk_period [get_ports {clk}]

set non_clock_inputs [all_inputs -no_clocks]
set_input_delay [expr $clk_period * $clk_io_pct] -clock clk0 $non_clock_inputs
set_output_delay [expr $clk_period * $clk_io_pct] -clock clk0 [all_outputs]
```
`design/flow/run.sh`:
```
#!/bin/bash
# OpenROAD 26Q1-2900-gdf79404cd8, Yosys 0.63+post, stock flow scripts
make -C /OpenROAD-flow-scripts/flow DESIGN_CONFIG=/design/flow/config.mk WORK_HOME=/design/flow/orfs finish
```
`design/flow/config.mk`:
```
export PLATFORM = sky130hd
export DESIGN_NAME = Program_Counter
export DESIGN_NICKNAME = Program_Counter
export VERILOG_FILES = /design/flow/design.v
export SDC_FILE = /design/flow/constraint.sdc
export NUM_CORES = 4
export LEC_CHECK = 1
export CORE_UTILIZATION = 30
```
==> impl_metrics.yaml <==
# synthesis and place-and-route metrics
run_status:
  status: "finished, final reports clean"
floorplanning:
  die_x_um: 93.2
  initCoreUtil_pct: 31.6
  pin_count: 103
  core_region_area_sq_um: 7890
  die-area_sq_um: 8690
  die.size.y_um: 93.2
  rows: 32
layout:
  layout_top_cells: "clkdlybuf4s50_1 (101), dfrtp_1 (32), nand2_1 (27)"
  reg_top3: "pc (32)"
  layout.cells.most_common: "clkdlybuf4s50_1"
  layoutNonFillerInstCount: 502
  top_register: "pc"
  syn2layout_area_growth_pct: 48.0
  largest_reg_flops: 32
  layout-drive-gt1-share_pct: 5.50
worst_setup_path:
  r2r_start: "pc[2]$_DFFE_PP0P_"
  required_ns: 4.23
  start_kind: "input pin"
  critPathKind: "in -> reg"
  rr_worst_depth: 5
  critPathMaxFanout: 30
  r2r_setup_slack_ns: 1.61
  r2r_end: "pc[14]$_DFFE_PP0P_"
  cp.arrival_ns: 3.19
  endpoint_kind: "flop"
clocking:
  cts_resized: 0
  htree_levels: 2
  clk_path_buf_depth: 2
  hold_buffers: 0
  clock_sink_count: 32
  cts_buffers: 5
  post_cts_buffers: 0
  cts_tree: "built"
  root_buffer: "clkbuf_8"
  clk_pin_slew_ns: 0.07
  clk_latency_ns: 0.28
grt:
  grt_pass1_wl_um: 14700
  antenna_found_initial: 0
  grt_max_degree: 33
  use_met3_pct: 2.65
  grt_util_met1_pct: 34.3
  track_usage_pct: 21.8
  globalRoute.busiestLayer: "met1"
  grt.overflow.total: 0
  grt_util_met2_pct: 34.3
  grt_pass1_vias: 2812
sta:
  setup_tns_ns: 0
  period_used_pct: 74.0
  fin_ws_ns: 1.04
  clock.fmax_mhz: 338
  finalSetupViolCount: 0
  maxSlewHeadroom_pct: 35.4
  min_period_ns: 2.96
  skew_ns: 0.00741
  tightest_slew_ns: 0.961
  hold_viol_final: 0
  rsz0062_at_grt: "no"
  drv_slew: 0
logic_synthesis:
  ys_warn_count: 1
  ff_type: "dfrtp_1"
  async_flop_share_pct: 100
  synth_cell_types: 49
  yosys-stat-area_sq_um: 2490
  edf_count: 0
  ys_cells: 306
  synthCells: 306
  synth_seq_share_pct: 32.1
  syn_avg_cell_area_sq_um: 8.15
  synth_area_sq_um: 2490
  ys.flops: 32
hold_path:
  hold_depth: 2
  hp-class: "reg -> reg"
  min_from: "pc[0]$_DFFE_PP0P_"
  whs_endpoint: "pc[0]$_DFFE_PP0P_"
run:
  warning_count: 25
  timing.max_cap.violations: 0
placement:
  pre_cts_ws_ns: 0.793
  dp.cells: 494
  dp_hpwl_um: 6360
  place.gp.congestion: 0.912
  portBuffers: 102
routing:
  first_pass_iters: 5
  routed_wl_um: 8910
  vias_per_cell: 5.74
  ant_nets: 0
  antenna_cells: 0
  dr.first_iter.drc_count: 197
  wl_per_cell_um: 17.7
  drc: 0
  vias: 2882
pwr:
  p_sw_uw: 375
  p_seq_share_pct: 42.8
  power_switching_share_pct: 32.5
  leakagePower_nw: 1.37
  ir_drop_mv: 0.124
  pwr_density_cell_nw_per_um2: 313
  p_comb_share_pct: 33.8
  clkPwrFrac_pct: 23.4
  p_int_uw: 780
  p_total_mw: 1.15
-- stage by stage --
stage | hold slack [ns] | instance area (sq um) | utilization [%]
after global placement | 0.542 | 3600 | 45.7
after global routing | 0.615 | 3690 | 46.8
after CTS | 0.559 | 3690 | 46.8
after floorplan | 0.476 | 2490 | -
final | 0.569 | 3690 | 46.8
after detailed placement | 0.540 | 3600 | 45.7
-- Yosys cell counts, drive strengths merged, types with 2 or more instances --
cell     count  area (sq um)
a211oi       2          15.0
a21oi        6          30.0
a221oi       4          35.0
a222oi       2          20.0
a22o        16           140
a22oi        7          52.6
a2bb2oi      2          17.5
a31o         2          17.5
a31oi        9          56.3
and2         4          25.0
and3         9          56.3
and4         5          45.0
buf          9          45.1
clkbuf      15          56.3
dfrtp       32           801
inv          9          33.8
mux2i       13           130
nand2       27           101
nand2b       2          12.5
nand3       12          60.1
nand4       18           113
nor2        18          67.6
nor2b        5          31.3
nor3         3          15.0
nor3b        2          15.0
nor4        11          68.8
o211ai       7          52.6
o21ai       22           110
o22ai        3          18.8
o2bb2ai      2          17.5
o311ai       5          43.8
o31ai        4          30.0
o41a         2          22.5
or2          2          12.5
or3          3          18.8
or4          3          22.5
-- layer usage --
metal / routed length [um] / up-vias / share of wire, %
li1: - / 1405 / -
met5: 0 / - / 0
met2: 4130 / 112 / 46
met3: 610 / 4 / 6.8
met4: 42 / 0 / 0.47
met1: 4130 / 1361 / 46
-- cells by family (layout without fill, tap and decap cells) --
family | Yosys count | count (layout) | share of synthesized area [%]
fa+ha+maj | 1 | 1 | 0.501
mux | 13 | 13 | 5.22
flops | 32 | 32 | 32.1
buf+inv | 33 | 127 | 5.42
simple gates | 125 | 125 | 27.0
compound gates | 102 | 102 | 29.7
-- power by group through the flow --
stage / registers [mW] / logic (mW) / clock network, mW
6_report: 0.495 / 0.390 / 0.270
4_1_cts: 0.494 / 0.395 / 0.274
5_1_grt: 0.513 / 0.434 / 0.286
-- worst max-delay path by stage --
stage,cells past startpoint,from,end
4_1_cts,5,pTaken,pc[30]$_DFFE_PP0P_
5_1_grt,5,pTaken,pc[30]$_DFFE_PP0P_
6_report,5,pTaken,pc[30]$_DFFE_PP0P_
-- critical path: stages --
cell and delay, ns:
clkdlybuf4s50_1 0.76, or2_2 0.71, or4_1 0.55, nor4_1 0.20
a311o_1 0.15
-- final cells by class --
cell class | instances | area (sq um)
sequential | 32 | 801
fill | 770 | 4200
tap | 102 | 128
timing repair buffer | 110 | 1080
multi-input combinational | 241 | 1560
clock buffer | 8 | 90.1
inverter | 9 | 33.8
No activity file was given, so power comes from the tool's default toggle rates.
