==> /design/flow/design.v <==
module WDT(
    input  clk,
    input  rst,
    input  clk2,
    input  rst2,
    input  WDEN,          
    input  WDEN_valid,     
    input  WDLIVE,        
    input  WDLIVE_valid,    
    input  [31:0] WTOCNT,   
    input  WTOCNT_valid,   
    input  rempty,          
    output logic WTO_interrupt          
);
    logic [31:0] watchdog_counter;      
    logic wdt_enable_state;            
    logic wdt_live_state;               
    logic [31:0] wdt_timeout_threshold;         
    always_ff @(posedge clk2 or posedge rst2) begin
        if (rst2) begin
            wdt_enable_state <= 1'b0;
        end
        else if (WDEN_valid & ~rempty) begin
            wdt_enable_state <= WDEN;
        end
    end
    always_ff @(posedge clk2 or posedge rst2) begin
        if (rst2) begin
            wdt_live_state <= 1'b0;
        end
        else if (WDLIVE_valid & ~rempty) begin
            wdt_live_state <= WDLIVE;
        end
    end
    always_ff @(posedge clk2 or posedge rst2) begin
        if (rst2) begin
            wdt_timeout_threshold <= 32'b0;
        end
        else if (WTOCNT_valid & ~rempty) begin
            wdt_timeout_threshold <= WTOCNT;
        end
    end
    always_ff @(posedge clk2 or posedge rst2) begin 
        if (rst2) begin
            watchdog_counter <= 32'd0;
        end
        else begin
            if (wdt_enable_state) begin
                if (watchdog_counter > wdt_timeout_threshold) 
                    watchdog_counter <= !WDEN && WDEN_valid ? 32'd0 : watchdog_counter;
                else 
                    watchdog_counter <= wdt_live_state ? 32'd0 : watchdog_counter + 32'd1;
            end
        end
    end
    logic wdt_timeout_detected;            
    logic wdt_timeout_sync_stage1;         
    logic wdt_timeout_sync_stage2;    
    always_ff @(posedge clk2 or posedge rst2) begin 
        if (rst2)
            wdt_timeout_detected <= 1'd0;
        else if (watchdog_counter > wdt_timeout_threshold)
            wdt_timeout_detected <= 1'd1;
        else 
            wdt_timeout_detected <= 1'd0;
    end
    always_ff @(posedge clk2 or posedge rst2) begin 
        if (rst2) begin
            wdt_timeout_sync_stage1 <= 1'b0;
            wdt_timeout_sync_stage2 <= 1'b0;
        end
        else begin
            wdt_timeout_sync_stage1 <= wdt_timeout_detected;
            wdt_timeout_sync_stage2 <= wdt_timeout_sync_stage1;
        end
    end
    assign WTO_interrupt = wdt_timeout_sync_stage2;
endmodule
module ASYN_FIFO (
    input wclk,      
    input wrst,      
    input wpush,     
    input [36:0] FIFO_in,   
    output wfull,    
    input rclk,      
    input rrst,      
    input rpop,      
    output [36:0] FIFO_out,   
    output rempty    
);
    localparam FIFO_DEPTH = 4;     
    localparam ADDR_WIDTH = 2;  
    localparam DATA_WIDTH = 37; 
    logic [DATA_WIDTH-1:0] fifo_memory [0:FIFO_DEPTH-1];
    logic [ADDR_WIDTH-1:0] read_ptr, write_ptr;
    logic [ADDR_WIDTH-1:0] read_ptr_sync_stage1, read_ptr_sync_stage2;
    logic [ADDR_WIDTH-1:0] write_ptr_sync_stage1, write_ptr_sync_stage2;
    logic write_enable;
    assign wfull = (
        (write_ptr[ADDR_WIDTH-1] != read_ptr_sync_stage2[ADDR_WIDTH-1]) && 
        (write_ptr[ADDR_WIDTH-2:0] == read_ptr_sync_stage2[ADDR_WIDTH-2:0])
    );
    assign rempty = (read_ptr == write_ptr_sync_stage2);
    assign write_enable = (wpush & ~wfull);
    assign FIFO_out = (!rempty) ? fifo_memory[read_ptr[ADDR_WIDTH-2:0]] : {DATA_WIDTH{1'b0}};
    always_ff @(posedge rclk or posedge rrst) begin
        if (rrst) begin
            write_ptr_sync_stage1 <= {ADDR_WIDTH{1'b0}};
            write_ptr_sync_stage2 <= {ADDR_WIDTH{1'b0}};
        end else begin
            write_ptr_sync_stage1 <= write_ptr;
            write_ptr_sync_stage2 <= write_ptr_sync_stage1;
        end
    end
    always_ff @(posedge wclk or posedge wrst) begin
        if (wrst) begin
            read_ptr_sync_stage1 <= {ADDR_WIDTH{1'b0}};
            read_ptr_sync_stage2 <= {ADDR_WIDTH{1'b0}};
        end else begin
            read_ptr_sync_stage1 <= read_ptr;
            read_ptr_sync_stage2 <= read_ptr_sync_stage1;
        end
    end
    always_ff @(posedge wclk or posedge wrst) begin
        if (wrst) begin
            for (int i = 0; i < FIFO_DEPTH; i++)
                fifo_memory[i] <= {DATA_WIDTH{1'b0}};
            write_ptr <= {ADDR_WIDTH{1'b0}};
        end else if (write_enable) begin
            fifo_memory[write_ptr[ADDR_WIDTH-2:0]] <= FIFO_in;
            write_ptr <= write_ptr + {{ADDR_WIDTH-1{1'b0}}, 1'b1};
        end
    end
    always_ff @(posedge rclk or posedge rrst) begin
        if (rrst) begin
            read_ptr <= {ADDR_WIDTH{1'b0}};
        end else if (rpop && !rempty) begin
            read_ptr <= read_ptr + {{ADDR_WIDTH-1{1'b0}}, 1'b1};
        end
    end
endmodule
module WDT_wrapper (
    input wire clk,
    input wire clk2,
    input wire rst,
    input wire rst2,
    input wire [8-1:0]   AWID,
    input wire [32-1:0]  AWADDR,
    input wire [4-1:0]   AWLEN,
    input wire [3-1:0]  AWSIZE,
    input wire [1:0]                 AWBURST,
    input wire                       AWVALID,
    output logic                     AWREADY,
    input wire [32-1:0]  WDATA,
    input wire [4-1:0]  WSTRB,
    input wire                       WLAST,
    input wire                       WVALID,
    output logic                     WREADY,
    input wire [8-1:0]   ARID,
    input wire [32-1:0]  ARADDR,
    input wire [4-1:0]   ARLEN,
    input wire [3-1:0]  ARSIZE,
    input wire [1:0]                 ARBURST,
    input wire                       ARVALID,
    output logic                     ARREADY,
    output logic [8-1:0] RID,
    output logic [32-1:0] RDATA,
    output logic [1:0]               RRESP,
    output logic                     RLAST,
    output logic                     RVALID,
    input wire                       RREADY,
    output logic [8-1:0] BID,
    output logic [1:0]               BRESP,
    output logic                     BVALID,
    input wire                       BREADY,
    output logic WTO_interrupt
);
    localparam IDLE       = 2'd0;
    localparam RDATA_STATE = 2'd1;
    localparam WDATA_STATE = 2'd2;
    localparam B_STATE     = 2'd3;
    localparam ADDR_BEGIN = 32'h1001_0000;
    localparam ADDR_END   = 32'h1001_03ff;
    logic wpush, wfull;
    logic [36:0] FIFO_in, FIFO_out;
    logic rempty;
    logic [8-1:0]  ARID_r, AWID_r;
    logic [32-1:0] ARADDR_r, AWADDR_r;
    logic [4-1:0]  ARLEN_r, AWLEN_r;
    logic [4-1:0]  R_burst_r, W_burst_r;
    logic WDEN, WDLIVE;
    logic [31:0] WTOCNT;
    logic WDEN_valid, WDLIVE_valid, WTOCNT_valid;
    logic handshake_AR, handshake_R, handshake_AW, handshake_W, handshake_B;
    logic [1:0] current_state, next_state; 
    assign RID      = ARID_r;
    assign ARREADY  = (current_state == IDLE) ? 1'b1 : 1'b0;
    assign RVALID   = (current_state == RDATA_STATE) ? 1'b1 : 1'b0;
    assign RDATA    = 32'd0;
    assign RLAST    = (RVALID && (R_burst_r == ARLEN_r)) ? 1'b1 : 1'b0;
    assign RRESP    = ((ARADDR_r >= ADDR_BEGIN) && (ARADDR_r <= ADDR_END)) ? 2'b00 : 2'b11;
    assign AWREADY = (current_state == IDLE) ? 1'b1 : 1'b0;
    assign WREADY  = (current_state == WDATA_STATE && ~wfull) ? 1'b1 : 1'b0;
    assign BRESP   = ((ARADDR_r >= ADDR_BEGIN) && (ARADDR_r <= ADDR_END)) ? 2'b00 : 2'b11;
    assign FIFO_in  = {WDEN_valid, WDEN, WDLIVE_valid, WDLIVE, WTOCNT_valid, WTOCNT};
    always_ff @(posedge clk , posedge rst) begin
        if (rst)
            current_state <= IDLE;
        else 
            current_state <= next_state;
    end
    assign handshake_AR = ARREADY & ARVALID;
    assign handshake_AW = AWVALID & AWREADY;
    assign handshake_R  = RVALID & RREADY;
    assign handshake_W  = WVALID & WREADY;
    assign handshake_B  = BVALID & BREADY;
    always_comb begin
        case (current_state)
            IDLE        : next_state = (handshake_AW) ? WDATA_STATE : IDLE;
            RDATA_STATE : next_state = (handshake_R & RLAST) ? IDLE : RDATA_STATE;
            WDATA_STATE : next_state = (handshake_W & WLAST) ? B_STATE : WDATA_STATE;
            B_STATE     : next_state = (handshake_B) ? IDLE : B_STATE;
            default     : next_state = IDLE;
        endcase
    end
    always_ff @(posedge clk , posedge rst) begin
        if (rst)
            R_burst_r <= 4'd0;
        else if (handshake_R) begin
            R_burst_r <= RLAST ? 4'd0 : R_burst_r + 4'd1;
        end
    end
    always_ff @(posedge clk , posedge rst) begin
        if (rst) begin
            ARID_r   <= 8'd0;
            ARADDR_r <= 32'd0;
            ARLEN_r  <= 4'd0;
        end
        else if (handshake_AR) begin
            ARID_r   <= ARID;
            ARADDR_r <= ARADDR;
            ARLEN_r  <= ARLEN;
        end
    end
    always_ff @(posedge clk , posedge rst) begin
        if (rst) begin
            AWADDR_r <= 32'd0;
            AWID_r   <= 8'd0;
            AWLEN_r  <= 4'd0;
        end
        else if (handshake_AW) begin
            AWADDR_r <= AWADDR;
            AWID_r   <= AWID;
            AWLEN_r  <= AWLEN;
        end
    end
    always_ff @(posedge clk , posedge rst) begin
        if (rst)
            BVALID <= 1'd0;
        else
            BVALID <= (next_state == B_STATE) ? 1'd1 : 1'd0;
    end
    always_ff @(posedge clk , posedge rst) begin
        if (rst)
            BID <= 8'd0;
        else if (next_state == B_STATE)
            BID <= AWID;
    end
    always_ff @(posedge clk , posedge rst) begin
        if (rst) begin
            WDEN <= 1'd0;
            WDEN_valid <= 1'd0;
        end
        else if (~WDEN_valid && current_state == WDATA_STATE && AWADDR_r == 32'h0000_0100) begin
            WDEN <= WDATA[0];
            WDEN_valid <= 1'b1;
        end
        else begin
            WDEN <= 1'b0;
            WDEN_valid <= 1'b0;
        end
    end
    always_ff @(posedge clk , posedge rst) begin
        if (rst) begin
            WDLIVE <= 1'd0;
            WDLIVE_valid <= 1'd0;
        end
        else if (~WDLIVE_valid && current_state == WDATA_STATE && AWADDR_r == 32'h0000_0200) begin
            WDLIVE <= WDATA[0];
            WDLIVE_valid <= 1'b1; 
        end
        else begin
            WDLIVE <= 1'b0;
            WDLIVE_valid <= 1'b0;
        end
    end
    always_ff @(posedge clk , posedge rst) begin
        if (rst) begin
            WTOCNT <= 32'd0;
            WTOCNT_valid <= 1'd0;
        end
        else if (~WTOCNT_valid && handshake_W && AWADDR_r == 32'h0000_0300) begin
            WTOCNT <= WDATA;
            WTOCNT_valid <= 1'b1;
        end
        else begin
            WTOCNT <= 32'b0;
            WTOCNT_valid <= 1'b0;
        end
    end
    always_ff @(posedge clk , posedge rst) begin
        if (rst) begin
            wpush <= 0;
        end
        else if ((~WTOCNT_valid && handshake_W && AWADDR_r == 32'h0000_0300) || 
                 (~WDLIVE_valid && handshake_W && AWADDR_r == 32'h0000_0200) || 
                 (~WDEN_valid && handshake_W && AWADDR_r == 32'h0000_0100) && ~wfull) begin
            wpush <= 1;
        end
        else begin
            wpush <= 0;
        end
    end
    ASYN_FIFO asyn_fifo (
        .wclk(clk),      
        .wrst(rst),      
        .wpush(wpush),     
        .FIFO_in(FIFO_in),     
        .wfull(wfull),     
        .rclk(clk2),      
        .rrst(rst2),      
        .rpop(1'b1),      
        .FIFO_out(FIFO_out),     
        .rempty(rempty)    
    );
    WDT wdt (
        .clk(clk),
        .clk2(clk2),
        .rst(rst),
        .rst2(rst2),
        .WDEN(FIFO_out[35]),
        .WDEN_valid(FIFO_out[36]),
        .WDLIVE(FIFO_out[33]),
        .WDLIVE_valid(FIFO_out[34]),
        .WTOCNT(FIFO_out[31:0]),
        .WTOCNT_valid(FIFO_out[32]),
        .rempty(rempty),
        .WTO_interrupt(WTO_interrupt)
    );
endmodule
==> /design/flow/run.sh <==
#!/bin/bash
# OpenROAD 26Q1-2900-gdf79404cd8, Yosys 0.63+post, stock flow scripts
make -C /OpenROAD-flow-scripts/flow DESIGN_CONFIG=/design/flow/config.mk WORK_HOME=/design/flow/orfs finish
==> /design/flow/config.mk <==
export PLATFORM = sky130hd
export DESIGN_NAME = WDT_wrapper
export DESIGN_NICKNAME = WDT_wrapper
export VERILOG_FILES = /design/flow/design.v
export SDC_FILE = /design/flow/constraint.sdc
export NUM_CORES = 4
export LEC_CHECK = 1
export CORE_UTILIZATION = 40
==> /design/flow/constraint.sdc <==
current_design WDT_wrapper

set clk_period 3.6
set clk_io_pct 0.2

create_clock -name clk0 -period $clk_period [get_ports {clk}]
create_clock -name clk1 -period $clk_period [get_ports {clk2}]

set non_clock_inputs [all_inputs -no_clocks]
set_input_delay [expr $clk_period * $clk_io_pct] -clock clk0 $non_clock_inputs
set_output_delay [expr $clk_period * $clk_io_pct] -clock clk0 [all_outputs]
==> flow_metrics.py <==
# Generated from Yosys and OpenROAD reports
metrics = {
    "drt": {
        "detail-route-antenna-nets": 0,
        "met1_length_mm": 11.0,
        "wl_met3_mm": 1.66,
        "drcViolationCount": 0,
        "n_antenna_cell": 0,
        "routed_wl_mm": 23.4,
        "wl_met2_mm": 10.3,
        "vias": 7889,
        "drtPass1Iterations": 4,
        "wire_per_inst_um": 14.9,
        "drt_iter0_markers": 381,
        "vias_per_cell": 5.02,
        "top_layer": "met4",
    },
    "global_route": {
        "antenna_found_initial": 0,
        "grt_pass1_vias": 7968,
        "gr-total-overflow": 0,
        "grt_pass1_wl_mm": 40.1,
        "grt_max_degree": 107,
        "grtUsageTotal_pct": 16.2,
    },
    "cells_and_area": {
        "fillers": 2681,
        "final_common_cell": "dfrtp_1",
        "final_area_um2": 15200,
        "layout_top_cells": "274 x dfrtp_1, 141 x clkdlybuf4s50_1, 140 x mux2_2",
        "synthToLayoutAreaGrowth_pct": 21.6,
        "seq_area_um2": 6910,
        "drive_above_1_share_pct": 20.1,
        "final_core_util_pct": 49.7,
        "comb_area_um2": 5060,
    },
    "setup_path": {
        "crit_path_start_kind": "flop",
        "cp.required_ns": 2.88,
        "r2r-end": "wdt.watchdog_counter[3]",
        "reg2reg_depth": 10,
        "ff2ff_setup_slack_ns": 0.65,
        "critPathMaxFanout": 4,
        "endpoint_kind": "primary output",
        "crit_arrival_ns": 2.50,
        "worstReg2RegStart": "wdt.watchdog_counter[27]",
        "critical_path_class": "reg2out",
    },
    "die": {
        "die_y_um": 179,
        "fp_util_pct": 40.8,
        "chipArea_um2": 32000,
        "ios": 203,
        "die_w_um": 179,
        "core_um2": 30700,
        "placementRows": 64,
    },
    "synthesis": {
        "ys_ff": 276,
        "edf_count": 0,
        "synth_warnings": 4,
        "ys_seq_share_pct": 55.2,
        "syn-instance-count": 1017,
        "synthDominantCellAreaShare_pct": 54.9,
        "synth_chip_area_um2": 12500,
        "post-synth-top-area-cell": "dfrtp_1",
        "synth_area_um2": 12500,
        "ys_cells": 1017,
        "synthArstFlopShare_pct": 100,
        "area_leaders": "dfrtp_1 55%, mux2_2 13%, ha_1 3.4%, mux2i_1 2.5%, buf_4 2.2%",
        "ys_types": 59,
        "avgSynthCellArea_um2": 12.3,
        "synthFlopType": "dfrtp_1",
    },
    "final_timing": {
        "clock_skew_ns": 0.0187,
        "rsz0062_at_grt": "no",
        "setup_tns_ns": 0,
        "relSlewSlack_pct": 43.1,
        "setup_violations": 0,
        "slew_violations": 0,
        "tightest_slew_ns": 0.853,
        "hold_viol": 0,
        "timing.hold.ws_ns": 0.287,
    },
    "place": {
        "io_buffers": 141,
        "dp_hpwl_mm": 16.1,
        "gp_congestion": 0.815,
        "placed_area_um2": 14200,
    },
    "clock_network": {
        "hold_buffers": 0,
        "cts_resized": 0,
        "cts_setup_buffers": 0,
        "cts_tree": "yes",
        "cts.clk_slew.worst_paths_ns": 0.06,
        "clock-sinks": 276,
    },
    "job": {
        "warning_count": 56,
        "maxCapViolations": 0,
    },
    "power_and_ir_drop": {
        "vdd_drop_max_v": 0.000304,
        "finalPower_mw": 6.32,
        "power.density_nw_per_um2": 415,
        "p_leak_nw": 7.35,
    },
    "outcome": {
        "status": "complete, no violations",
    },
    "hold_path": {
        "hold_path_depth": 0,
        "hold_end": "asyn_fifo.read_ptr_sync_stage1[1]",
        "hold_path.class": "reg2reg",
        "holdCritStartpoint": "asyn_fifo.read_ptr[1]",
    },
}
-- state kept, by name, indices dropped and copies added, names as in the netlist, 2 cells and up --
name	count
asyn_fifo.read_ptr	2
BID	8
asyn_fifo.write_ptr	2
asyn_fifo.write_ptr_sync_stage1	2
asyn_fifo.read_ptr_sync_stage1	2
current_state	4
asyn_fifo.fifo_memory	74
ARLEN_r	4
wdt.wdt_timeout_threshold	32
AWADDR_r	32
WTOCNT	32
ARID_r	8
ARADDR_r	22
wdt.watchdog_counter	32
R_burst_r	4
asyn_fifo.read_ptr_sync_stage2	2
asyn_fifo.write_ptr_sync_stage2	2
-- synthesized netlist by cell type, types with 14 or more instances --
cell type / instances
dfrtp_1: 275
mux2_2: 140
a21oi_1: 52
nor2_1: 52
inv_1: 49
and2_1: 41
buf_4: 37
nand2_1: 37
ha_1: 34
mux2i_1: 31
clkbuf_1: 27
a211o_1: 25
nor4_1: 21
and4_1: 17
nand3_1: 17
nor4b_1: 16
nor4b_2: 15
nand4_1: 14
-- per-stage QoR --
step | setup slack (ns) | instances
3_3_place_gp | 0.643 | 1521
5_1_grt | 0.274 | 1573
6_report | 0.380 | 1573
3_5_place_dp | 0.631 | 1521
2_1_floorplan | 0.278 | 1048
4_1_cts | 0.338 | 1573
-- logic make-up after synthesis --
| kind of cell | Yosys count | share of synthesized area (%) |
|---|---|---|
| flip-flops | 276 | 55.2 |
| other | 1 | 0.0299 |
| XOR/XNOR | 8 | 0.559 |
| buffers and inverters | 133 | 5.47 |
| multiplexers | 179 | 15.8 |
| AND-OR/OR-AND | 122 | 6.40 |
| AND/OR/NAND/NOR | 264 | 13.2 |
| adder cells (fa/ha/maj) | 34 | 3.40 |
-- power breakdown --
group	total (mW)	leakage, nW	internal (mW)	switching [mW]
clock network	3.03	0.468	1.83	1.20
logic	0.190	3.03	0.113	0.0761
registers	3.10	3.85	3.10	0
-- final cells by class --
type	count	area share (%)
inverter	50	1.26
tap	396	3.25
clock buffer	41	5.67
clock inverter	11	0.862
multi-input combinational	639	33.2
sequential	276	45.4
timing repair buffer	160	10.4
-- worst max path at each step --
stage / from / endpoint / cells past startpoint
4_1_cts: ARADDR_r[15] / BRESP[0] / 3
6_report: ARADDR_r[15] / BRESP[0] / 3
5_1_grt: ARADDR_r[15] / BRESP[1] / 3
-- metal layers --
layer	global-route usage, %	up-vias
li1	-	3867
met1	26.0	3823
met2	23.1	165
met3	4.69	34
met4	2.79	0
met5	0	-
-- critical path, cell delays in order (launching register included) --
cell	delay (ns)
dfrtp_1	0.36
or4b_2	0.66
or4_1	0.55
clkdlybuf4s50_1	0.44
Power is estimated from default activity; no workload was simulated.
