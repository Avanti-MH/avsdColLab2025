**./config.mk**
```make
export PLATFORM = sky130hd
export DESIGN_NAME = DRAM_wrapper
export DESIGN_NICKNAME = DRAM_wrapper
export VERILOG_FILES = /design/flow/design.v
export SDC_FILE = /design/flow/constraint.sdc
export NUM_CORES = 4
export LEC_CHECK = 1
export CORE_UTILIZATION = 30
```
**./constraint.sdc**
```tcl
current_design DRAM_wrapper

set clk_period 5.1
set clk_io_pct 0.2

create_clock -name clk0 -period $clk_period [get_ports {clk}]

set non_clock_inputs [all_inputs -no_clocks]
set_input_delay [expr $clk_period * $clk_io_pct] -clock clk0 $non_clock_inputs
set_output_delay [expr $clk_period * $clk_io_pct] -clock clk0 [all_outputs]
```
**./design.v**
```verilog
module DRAM_wrapper (
    input   clk,
    input   rst,
    input           [8-1:0 ]    ARID_S,
    input           [32-1:0]    ARADDR_S,
    input           [4-1:0 ]    ARLEN_S,
    input           [3-1:0]    ARSIZE_S,
    input           [1:0               ]    ARBURST_S,
    input                                   ARVALID_S,
    output  logic                           ARREADY_S,
    output  logic   [8-1:0 ]    RID_S,
    output  logic   [32-1:0]    RDATA_S,
    output  logic   [1:0               ]    RRESP_S,
    output  logic                           RLAST_S,
    output  logic                           RVALID_S,
    input                                   RREADY_S,
    input           [8-1:0 ]    AWID_S,
    input           [32-1:0]    AWADDR_S,
    input           [4-1:0 ]    AWLEN_S,
    input           [3-1:0]    AWSIZE_S,
    input           [1:0               ]    AWBURST_S,
    input                                   AWVALID_S,
    output  logic                           AWREADY_S,
    input           [32-1:0]    WDATA_S,
    input           [4-1:0]    WSTRB_S,
    input                                   WLAST_S,
    input                                   WVALID_S,
    output  logic                           WREADY_S,
    output  logic   [8-1:0 ]    BID_S,
    output  logic   [1:0               ]    BRESP_S,
    output  logic                           BVALID_S,
    input                                   BREADY_S,
    output  logic                           DRAM_CSn,
    output  logic   [4-1:0]    DRAM_WEn,
    output  logic                           DRAM_RASn,
    output  logic                           DRAM_CASn,
    output  logic   [10:0]                  DRAM_A,
    output  logic   [32-1:0]    DRAM_D,
    input           [32-1:0]    DRAM_Q,
    input                                   DRAM_valid
);
    typedef enum logic [2:0] {
        RowActivation = 3'd0,
        ReadColumn    = 3'd1,
        WriteColumn   = 3'd2,
        WriteResponse = 3'd3,
        RowHit        = 3'd4,
        PreCharge     = 3'd5
    } state_t;
    state_t CurrentState, NextState;
    logic [2:0]                DLY_cnt;
    logic [8-1:0 ] ARID, AWID;
    logic [4-1:0 ] LEN;
    logic [4-1:0 ] LEN_cnt;
    logic [32-1:0] ADDR;
    logic                      buf_RVALID;
    logic [32-1:0] buf_DRAM_Q;
    logic                      Rd, Wr, HitRow, MissRow;
    always_ff @(posedge clk or posedge rst) begin
        if(rst) CurrentState <= RowActivation;
        else    CurrentState <= NextState;
    end
    always_comb begin
        case (CurrentState)
            RowActivation: begin
                if      (Rd && DLY_cnt == 3'd4)    NextState = ReadColumn;
                else if (Wr && DLY_cnt == 3'd4)    NextState = WriteColumn;
                else                               NextState = RowActivation;
            end
            ReadColumn: begin
                if (RREADY_S & RVALID_S & RLAST_S) NextState = RowHit;
                else                               NextState = ReadColumn;
            end
            WriteColumn: begin
                if (WREADY_S & WVALID_S & WLAST_S) NextState = WriteResponse;
                else                               NextState = WriteColumn;
            end
            WriteResponse: begin
                if (BREADY_S & BVALID_S)           NextState = RowHit;
                else                               NextState = WriteResponse;
            end
            RowHit: begin
                if      (ARVALID_S && HitRow)      NextState = ReadColumn;
                else if (AWVALID_S && HitRow)      NextState = WriteColumn;
                else if (ARVALID_S && ~HitRow)     NextState = PreCharge;
                else if (AWVALID_S && ~HitRow)     NextState = PreCharge;
                else                               NextState = RowHit;
            end
            PreCharge: begin
                if (DLY_cnt == 3'd4)               NextState = RowActivation;
                else                               NextState = PreCharge;
            end
            default:                               NextState = RowActivation;
        endcase
    end
    always_comb begin
        ARREADY_S = 1'b0;
        AWREADY_S = 1'b0;
        RID_S     = 8'b0;
        RDATA_S   = 32'b0;
        RRESP_S   = 2'h3;
        RLAST_S   = 1'b0;
        RVALID_S  = 1'b0;
        WREADY_S  = 1'b0;
        BID_S     = 8'b0;
        BVALID_S  = 1'b0;
        BRESP_S   = 2'h3;
        case(CurrentState)
            RowActivation:begin
                ARREADY_S = (DLY_cnt == 3'd0);
                AWREADY_S = (DLY_cnt == 3'd0);
            end
            ReadColumn:begin
                RID_S     = ARID;
                RDATA_S   = (buf_RVALID) ? buf_DRAM_Q : DRAM_Q;
                RRESP_S   = 2'h0;
                RLAST_S   = (LEN_cnt == LEN && DLY_cnt == 3'd5);
                RVALID_S  = (DRAM_valid | buf_RVALID);
            end
            WriteColumn:begin
                WREADY_S = (DLY_cnt == 3'd4);
            end
            WriteResponse:begin
                BID_S = AWID;
                BVALID_S = 1'b1;
                BRESP_S = 2'h0;
            end
            RowHit:begin
                ARREADY_S = 1'b1;
                AWREADY_S = 1'b1;
            end
            default:begin
            end
        endcase
    end
    always_ff @(posedge clk or posedge rst) begin
        if(rst)begin
            ARID <= 8'b0;
            AWID <= 8'b0;
            ADDR <= 32'b0;
            LEN  <= 4'b0;
        end else if ((CurrentState == RowActivation) || (CurrentState == RowHit))begin
            ARID <= (ARVALID_S) ? ARID_S  : ARID;
            AWID <= (AWVALID_S) ? AWID_S  : AWID;
            LEN  <= (ARVALID_S) ? ARLEN_S : (AWVALID_S ? AWLEN_S  : LEN);
            ADDR <= (ARVALID_S) ? ARADDR_S: (AWVALID_S ? AWADDR_S : ADDR);
        end
    end
    always_ff @(posedge clk or posedge rst) begin
        if (rst) begin
            Rd <= 1'b0;
            Wr <= 1'b0;
        end else if (((CurrentState == RowActivation) || (CurrentState == RowHit)) && (ARVALID_S | AWVALID_S)) begin
            Rd <= ARVALID_S;
            Wr <= AWVALID_S;
        end
    end
    always_comb begin
        if (CurrentState == RowHit)begin
            if      (ARVALID_S && (ARADDR_S[22:12] == ADDR[22:12])) HitRow = 1'b1;
            else if (AWVALID_S && (AWADDR_S[22:12] == ADDR[22:12])) HitRow = 1'b1;
            else                                                    HitRow = 1'b0;
        end else                                                    HitRow = 1'b0;
    end
    always_ff @(posedge clk or posedge rst) begin
        if (rst) MissRow <= 1'b0;
        else begin
            if ((CurrentState == RowHit) && (ARVALID_S || AWVALID_S))
                MissRow <= ~HitRow;
            else if (CurrentState == RowActivation)
                MissRow <= 1'b0;
        end
    end
    always_ff @(posedge clk or posedge rst) begin
        if (rst)
            LEN_cnt <= 4'd0;
        else if ((RREADY_S & RVALID_S) || (WREADY_S & WVALID_S)) begin
            LEN_cnt <= (LEN_cnt == LEN) ? 4'd0 : LEN_cnt + 4'd1;
        end
    end
    always_ff @(posedge clk or posedge rst) begin
        if (rst) begin
            DLY_cnt <= 3'd0;
        end else begin
            case (CurrentState)
                RowActivation: begin
                    if      (DLY_cnt == 3'd4)        DLY_cnt <= 3'd0;
                    else if (DLY_cnt > 3'd0)         DLY_cnt <= DLY_cnt + 3'd1;
                    else if (ARVALID_S | AWVALID_S | MissRow)
                                                     DLY_cnt <= 3'd1;
                end
                ReadColumn: begin
                    if (DLY_cnt == 3'd5 && RREADY_S) DLY_cnt <= 3'd0;  
                    else if (DLY_cnt == 3'd5)        DLY_cnt <= DLY_cnt;
                    else                             DLY_cnt <= DLY_cnt + 3'd1;
                end
                WriteColumn: begin
                    if (DLY_cnt == 3'd4 && WVALID_S) DLY_cnt <= 3'd0;  
                    else if (DLY_cnt == 3'd4)        DLY_cnt <= DLY_cnt;
                    else                             DLY_cnt <= DLY_cnt + 3'd1;
                end
                RowHit: begin
                    if(ARVALID_S)                    DLY_cnt <= DLY_cnt + 3'd1;
                end
                PreCharge: begin
                    if (DLY_cnt == 3'd4)             DLY_cnt <= 3'd0;
                    else                             DLY_cnt <= DLY_cnt + 3'd1;
                end
                default:                             DLY_cnt <= DLY_cnt;
            endcase
        end
    end
    always_ff @(posedge clk or posedge rst) begin
        if(rst) begin
            buf_RVALID <= 1'b0;
            buf_DRAM_Q <= 32'b0;
        end else if (RVALID_S && ~RREADY_S) begin    
            buf_RVALID <= RVALID_S;
            buf_DRAM_Q <= DRAM_Q;
        end else if (buf_RVALID && RREADY_S) begin   
            buf_RVALID <= 1'b0;
            buf_DRAM_Q <= 32'b0;
        end
    end
    always_comb begin
        case (CurrentState)
            RowActivation: begin
                DRAM_CSn  = 1'b0;
                DRAM_RASn = ~((DLY_cnt == 3'd0) && (ARVALID_S | AWVALID_S | MissRow));
                DRAM_CASn = 1'b1;
                DRAM_WEn  = {4{1'b1}};
                DRAM_A    = (ARVALID_S) ? ARADDR_S[22:12]: (AWVALID_S ? AWADDR_S[22:12] : ADDR[22:12]);
                DRAM_D    = 32'd0;
            end
            ReadColumn: begin
                DRAM_CSn  = 1'b0;
                DRAM_RASn = 1'b1;
                DRAM_CASn = (DLY_cnt != 3'd0);
                DRAM_WEn  = {4{1'b1}};
                DRAM_A    = {1'b0, ADDR[11:2]} + {7'd0, LEN_cnt};
                DRAM_D    = 32'd0;
            end
            WriteColumn: begin
                DRAM_CSn  = 1'b0;
                DRAM_RASn = 1'b1;
                DRAM_CASn = (DLY_cnt != 3'd0);
                DRAM_WEn  = ~WSTRB_S;
                DRAM_A    = {1'b0, ADDR[11:2]} + {7'd0, LEN_cnt};
                DRAM_D    = WDATA_S;
            end
            RowHit: begin
                if ((ARVALID_S || AWVALID_S) && HitRow) begin
                    DRAM_CSn  = 1'b0;
                    DRAM_RASn = 1'b1;
                    DRAM_CASn = ~ARVALID_S;
                    DRAM_WEn  = {4{1'b1}};
                    DRAM_A    = ARVALID_S ? {1'b0, ARADDR_S[11:2]} : 11'd0;
                    DRAM_D    = 32'd0;
                end else if ((ARVALID_S || AWVALID_S) && ~HitRow) begin
                    DRAM_CSn  = 1'b0;
                    DRAM_RASn = 1'b0;
                    DRAM_CASn = 1'b1;
                    DRAM_WEn  = {4{1'b0}};
                    DRAM_A    = ADDR[22:12];
                    DRAM_D    = 32'd0;
                end else begin
                    DRAM_CSn  = 1'b1;
                    DRAM_RASn = 1'b1;
                    DRAM_CASn = 1'b1;
                    DRAM_WEn  = {4{1'b1}};
                    DRAM_A    = 11'd0;
                    DRAM_D    = 32'd0;
                end
                end
            default: begin
                DRAM_CSn  = 1'b1;
                DRAM_RASn = 1'b1;
                DRAM_CASn = 1'b1;
                DRAM_WEn  = {4{1'b1}};
                DRAM_A    = 11'd0;
                DRAM_D    = 32'd0;
            end
        endcase
    end
endmodule
```
**./run.sh**
```bash
#!/bin/bash
# OpenROAD 26Q1-2900-gdf79404cd8, Yosys 0.63+post, stock flow scripts
make -C /OpenROAD-flow-scripts/flow DESIGN_CONFIG=/design/flow/config.mk WORK_HOME=/design/flow/orfs finish
```
==> out/qor.yml <==
cells_and_area:
  area_delta_synth_final_pct: 51.5
  fin_util: 0.468
  fin_area_um2: 8840
  drive_gt1_frac: 0.0799
synth:
  async_flop_share: 1.00
  ys.warnings.count: 1
  yosys_area_um2: 5840
  ys_cells: 618
  synth_area_um2: 5840
  flop_cell: "dfrtp_1"
  numSynthFlops: 90
  common_cells: "89 x dfrtp_1, 71 x mux2i_1, 56 x nand2_1"
  yosysTopAreaCell: "dfrtp_1"
  synth_cell_types: 60
  syn_avg_cell_area_um2: 9.44
  ys_seq_frac: 0.386
  area_leaders: "dfrtp_1 38%, mux2i_1 12%, a22o_1 6.0%"
  top_cell_area_share: 0.382
  syn_inst: 618
  synth-edff-count: 0
  most_common_cell: "dfrtp_1"
critical_path:
  r2r-start: "CurrentState[3]"
  path_class: "in -> out"
  worst-r2r-cell-count: 6
  cp-end-kind: "output port"
  path_max_fanout: 22
  worstPathRequired_ns: 4.08
  timing.rr.end: "buf_DRAM_Q[17]"
  ff2ff_setup_slack_ns: 2.44
  cp-start-kind: "primary input"
  cp.arrival_ns: 3.41
flow_run:
  warning_count: 59
  max_cap_viol_count: 0
clocking:
  cts.sinks: 90
  clk_pin_slew_ns: 0.07
  ctsResizeCount: 0
  clkLatencyLatePin_ns: 0.35
  cts_root_buffer: "clkbuf_16"
  cts_tree: "yes"
  post_cts.repair.setup_buffers: 0
  cts_max_path_buffers: 2
  cts_buffers: 9
  htreeDepth: 3
  cts_hold_buffers: 0
status:
  status: "finished, final reports clean"
timing:
  tns_ns: 0
  clock_skew_ns: 0.00922
  min_period_ns: 4.43
  setup_slack_ns: 0.671
  finalCritPeriodShare: 0.868
  max_freq_mhz: 226
  tightestPinTransition_ns: 0.905
  fin_hold_ws_ns: 0.499
  final-setup-viol-count: 0
  slew-limit-headroom: 0.397
  slew_violations: 0
  rsz0062_at_grt: "false"
  final-hold-violation-count: 0
floorplanning:
  die_y_um: 141
  pin_count: 283
  rows: 50
  initCoreUtil: 0.309
  die_area_um2: 20000
  die_x_um: 141
  coreArea_um2: 18900
placement:
  hpwl_mm: 13.1
  pre_cts_slack_ns: 0.702
  gp_congestion: 0.857
  dpl-instance-area_um2: 8550
  port-buffer-count: 250
power:
  share_comb_of_total_power: 0.508
  power_frac_seq: 0.331
  clock_power_share: 0.161
  p_sw_frac: 0.359
  power_leakage_nw: 3.68
  power.switching_w: 0.00149
  ir_drop_v: 0.000211
  p_int_w: 0.00266
  p_per_area_nw_per_um2: 469
min_path:
  holdCritStartpoint: "AWID[4]"
  min_to: "AWID[4]"
  hp-class: "reg -> reg"
  worstHoldPathCells: 1
global_route:
  grt_pass1_wl_mm: 28.2
  grt_antenna_before_repair: 0
  grt_overflow: 0
  grt_max_degree: 53
  grt_pass1_vias: 5175
  grt_usage: 0.183
routing:
  first_iter_violations: 242
  routed_wl_mm: 17.8
  diodes: 0
  vias: 5253
  wl_per_cell_um: 16.0
  via_per_inst: 4.73
  drt-pass1-iter-count: 4
  route.detailed.drc: 0
  ant_nets: 0
## area by class of cell
cell class | count | area [um^2]
clock buffer | 9 | 225
clock inverter | 7 | 67.6
fill | 1870 | 10000
inverter | 11 | 43.8
multi-input combinational | 472 | 3340
sequential | 90 | 2250
tap | 260 | 325
timing repair buffer | 262 | 2590
## layer usage
metal	track usage	vias up	part of all wire
met5	0	-	0
met4	0.0147	0	0.0088
met3	0.0385	10	0.068
met2	0.290	159	0.47
met1	0.273	2442	0.45
li1	-	2642	-
## cells in the final DEF (no fill, tap or decap), types with 5 or more instances in the layout
cell type        count
dfrtp_1             88
and2_1              49
nand4_1              7
mux2i_1             71
ha_1                 8
nand3_1             13
mux2_2              17
nor2_1              52
clkbuf_16            9
xor2_1               7
buf_4               12
a311o_1              7
o21ai_0             47
inv_1                8
a22o_1              40
clkdlybuf4s50_1    249
nand2_1             56
o22ai_1              5
xnor2_1             26
nor3_1               5
nor2b_1              5
## power groups by stage
| stage | Combinational (W) | Sequential (W) | Clock (W) |
|---|---|---|---|
| final | 0.00211 | 0.00137 | 0.000669 |
| after CTS | 0.00213 | 0.00138 | 0.000699 |
| after global routing | 0.00234 | 0.00143 | 0.000718 |
## worst max path at each step
stage | slack (ns) | cells past startpoint | from | to
4_1_cts | 0.68 | 9 | ARADDR_S[22] | DRAM_A[10]
6_report | 0.67 | 9 | AWADDR_S[22] | DRAM_A[10]
5_1_grt | 0.56 | 9 | AWADDR_S[22] | DRAM_A[10]
## per-stage QoR
| step | instances | total power, W |
|---|---|---|
| 6_report | 1111 | 0.00415 |
| 5_1_grt | 1111 | 0.00449 |
| 4_1_cts | 1111 | 0.00420 |
| 3_5_place_dp | 1095 | 0.00349 |
| 3_3_place_gp | 1095 | 0.00349 |
| 2_1_floorplan | 618 | 0.00246 |
## cell families after synthesis
| logic type | after synthesis | share of synthesized area |
|---|---|---|
| XOR/XNOR | 33 | 0.0495 |
| buffers and inverters | 56 | 0.0444 |
| multiplexers | 88 | 0.155 |
| AND/OR/NAND/NOR | 212 | 0.186 |
| AND-OR/OR-AND | 130 | 0.159 |
| adder cells (fa/ha/maj) | 9 | 0.0206 |
| flip-flops | 90 | 0.386 |
## worst max-delay path, stage by stage
cell and delay (ns):
clkdlybuf4s50_1 0.49, xnor2_1 0.26, nand4_1 0.14, nor3_1 0.20, nor2_2 0.06, buf_4 0.22, and2_4 0.22, a221o_1 0.38
clkdlybuf4s50_1 0.42
## registers in the layout, summed over array words and instances, names as in the netlist
signal and cells:
ADDR 21, ARID 8, AWID 8, CurrentState 6
DLY_cnt 3, LEN 4, LEN_cnt 4, MissRow 1
Rd 1, Wr 1, buf_DRAM_Q 32, buf_RVALID 1
Power is estimated from default activity; no workload was simulated.
