==> flow/design.v <==
module FPU (
    input [31:0] src1,
    input [31:0] src2,
    input sub,
    output logic [31:0] fpuOut
);
logic operation;
logic Comp_enable;
logic output_sign;
logic [31:0] operand_a, operand_b;
logic [23:0] significand_a,significand_b;
logic [7:0] exponent_diff;
logic [30:0] significand_a_shift, significand_b_shift;
logic [7:0] exponent_b_shift;
logic [31:0] significand_res;
logic [24:0] significand_round;
logic [4:0] shift;
assign {Comp_enable,operand_a,operand_b} = (src1[30:0] < src2[30:0]) ? {1'b1, src2, src1} : {1'b0, src1, src2};
assign fpuOut[31] = sub ? Comp_enable ? !operand_a[31] : operand_a[31] : operand_a[31] ;
assign operation = sub ? operand_a[31] ^ operand_b[31] : ~(operand_a[31] ^ operand_b[31]);
assign significand_a = (|operand_a[30:23]) ? {1'b1,operand_a[22:0]} : {1'b0,operand_a[22:0]};
assign significand_b = (|operand_b[30:23]) ? {1'b1,operand_b[22:0]} : {1'b0,operand_b[22:0]};
assign exponent_diff = operand_a[30:23] - operand_b[30:23];
assign significand_a_shift = {significand_a, 7'd0};
assign significand_b_shift = {significand_b, 7'd0} >> exponent_diff;
assign significand_res = (operation) ? ({1'b0, significand_a_shift} + {1'b0, significand_b_shift}) : ({1'b0, significand_a_shift} - {1'b0, significand_b_shift});
always_comb begin
    if (significand_res[6]) begin
        if(significand_res[7]) significand_round = significand_res[31:7] + 25'd1;
        else significand_round = significand_res[31:7] + {24'd0, (|significand_res[6:0])};
    end
    else significand_round = significand_res[31:7];
end
always_comb begin
    if (operation) begin  
        shift = 5'd0;
        if(significand_round[24]) begin
            fpuOut[22:0] = significand_round[23:1];
            fpuOut[30:23] = operand_a[30:23] + 8'd1;
        end
        else begin
            fpuOut[22:0] = significand_round[22:0];
            fpuOut[30:23] = operand_a[30:23];
        end
    end
    else begin  
        casez(significand_round)
            25'b0_1???_????_????_????_????_????: begin
                shift = 5'd0;
                fpuOut[22:0] = significand_round[22:0];
            end
            25'b0_01??_????_????_????_????_????: begin
                shift = 5'd1;
                fpuOut[22:0] = {significand_round[21:0], 1'd0};
            end
            25'b0_001z_????_????_????_????_????: begin
                shift = 5'd2;
                fpuOut[22:0] = {significand_round[20:0], 2'd0};
            end
            25'b0_0001_????_????_????_????_????: begin
                shift = 5'd3;
                fpuOut[22:0] = {significand_round[19:0], 3'd0};
            end
            25'b0_0000_1???_????_????_????_????: begin
                shift = 5'd4;
                fpuOut[22:0] = {significand_round[18:0], 4'd0};
            end
            25'b0_0000_01??_????_????_????_????: begin
                shift = 5'd5;
                fpuOut[22:0] = {significand_round[17:0], 5'd0};
            end
            25'b0_0000_001?_????_????_????_????: begin
                shift = 5'd6;
                fpuOut[22:0] = {significand_round[16:0], 6'd0};
            end
            25'b0_0000_0001_????_????_????_????: begin
                shift = 5'd7;
                fpuOut[22:0] = {significand_round[15:0], 7'd0};
            end
            25'b0_0000_0000_1???_????_????_????: begin
                shift = 5'd8;
                fpuOut[22:0] = {significand_round[14:0], 8'd0};
            end
            25'b0_0000_0000_01??_????_????_????: begin
                shift = 5'd9;
                fpuOut[22:0] = {significand_round[13:0], 9'd0};
            end
            25'b0_0000_0000_001?_????_????_????: begin
                shift = 5'd10;
                fpuOut[22:0] = {significand_round[12:0], 10'd0};
            end
            25'b0_0000_0000_0001_????_????_????: begin
                shift = 5'd11;
                fpuOut[22:0] = {significand_round[11:0], 11'd0};
            end
            25'b0_0000_0000_0000_1???_????_????: begin
                shift = 5'd12;
                fpuOut[22:0] = {significand_round[10:0], 12'd0};
            end
            25'b0_0000_0000_0000_01??_????_????: begin
                shift = 5'd13;
                fpuOut[22:0] = {significand_round[9:0], 13'd0};
            end
            25'b0_0000_0000_0000_001?_????_????: begin
                shift = 5'd14;
                fpuOut[22:0] = {significand_round[8:0], 14'd0};
            end
            25'b0_0000_0000_0000_0001_????_????: begin
                shift = 5'd15;
                fpuOut[22:0] = {significand_round[7:0], 15'd0};
            end
            25'b0_0000_0000_0000_0000_1???_????: begin
                shift = 5'd16;
                fpuOut[22:0] = {significand_round[6:0], 16'd0};
            end
            25'b0_0000_0000_0000_0000_01??_????: begin
                shift = 5'd17;
                fpuOut[22:0] = {significand_round[5:0], 17'd0};
            end
            25'b0_0000_0000_0000_0000_001?_????: begin
                shift = 5'd18;
                fpuOut[22:0] = {significand_round[4:0], 18'd0};
            end
            25'b0_0000_0000_0000_0000_0001_????: begin
                shift = 5'd19;
                fpuOut[22:0] = {significand_round[3:0], 19'd0};
            end
            25'b0_0000_0000_0000_0000_0000_1???: begin
                shift = 5'd20;
                fpuOut[22:0] = {significand_round[2:0], 20'd0};
            end
            25'b0_0000_0000_0000_0000_0000_01??: begin
                shift = 5'd21;
                fpuOut[22:0] = {significand_round[1:0], 21'd0};
            end
            25'b0_0000_0000_0000_0000_0000_001?: begin
                shift = 5'd22;
                fpuOut[22:0] = {significand_round[0], 22'd0};
            end
            25'b0_0000_0000_0000_0000_0000_0001: begin
                shift = 5'd23;
                fpuOut[22:0] = 23'd0;
            end
            default: begin
                shift = 5'd0;
                fpuOut[22:0] = 23'd0;
            end
        endcase
        fpuOut[30:23] = operand_a[30:23] - {3'd0, shift};
    end
end
endmodule
==> flow/run.sh <==
#!/bin/bash
# OpenROAD 26Q1-2900-gdf79404cd8, Yosys 0.63+post, stock flow scripts
make -C /OpenROAD-flow-scripts/flow DESIGN_CONFIG=/design/flow/config.mk WORK_HOME=/design/flow/orfs finish
==> flow/config.mk <==
export PLATFORM = sky130hd
export DESIGN_NAME = FPU
export DESIGN_NICKNAME = FPU
export VERILOG_FILES = /design/flow/design.v
export SDC_FILE = /design/flow/constraint.sdc
export NUM_CORES = 4
export LEC_CHECK = 1
export CORE_UTILIZATION = 40
==> flow/constraint.sdc <==
current_design FPU

set clk_period 40.9
set clk_io_pct 0.2

create_clock -name clk0 -period $clk_period

set non_clock_inputs [all_inputs -no_clocks]
set_input_delay [expr $clk_period * $clk_io_pct] -clock clk0 $non_clock_inputs
set_output_delay [expr $clk_period * $clk_io_pct] -clock clk0 [all_outputs]
==> flow_summary_export.csv <==
group,metric,value,unit
pwr,seq_power_share,0,
finish,clkbuf_count,0,
drt,num_antenna_cells,0,
drt,first_iter_violations,1523,
pwr,vdd_drop_max,0.0000239,V
grt,grt_usage,0.338,
die,die_w,175,µm
grt,grt_overflow,0,
final_timing,fin_setup_tns,0,ns
synth,yosysChipArea,0.0120,mm²
synth,ys_warn_count,1,
placed_design,dp.cells,2197,
synth,syn_area,0.0120,mm²
finish,finalNonFillerCells,2197,
finish,fin_area,0.0134,mm²
drt,wl_per_cell,23.3,µm
flow_run,log.warning_count,79,
synth,ys_types,109,
die,dieArea,0.0306,mm²
pwr,p_per_area,39.4,mW/mm²
critical_path,required,32.72,ns
final_timing,whs,17.54,ns
grt,grt_max_degree,69,
placed_design,gp_congestion,1.03,
grt,grt_pass1_vias,13677,
grt,antenna_found_initial,0,
finish,n_fill_cell,3014,
finish,ff_count,0,
final_timing,max_clock_freq,0.0331,GHz
drt,drc_errors,0,
critical_path,critPathCaptureType,"primary output",
final_timing,grt_setup_unrepaired,"no",
die,initial_core_util,0.412,
die,fp-row-count,62,
critical_path,critPathBufInv,7,
finish,mostFrequentLayoutCells,"180 x nand2_1, 143 x a21oi_1, 130 x nor2_1",
placed_design,dpl.hpwl,39.9,mm
finish,layout.area.comb,0.0111,mm²
placed_design,port_buffers,97,
pwr,cellInternalPower,0.188,mW
min_path,hold_path_class,"in -> out",
clock_tree,postCtsSetupRepairBufs,0,
drt,wl,51.1,mm
finish,seq_area,0,µm²
die,core,0.0291,mm²
pwr,swShare,0.643,
critical_path,crit_fanout,68,
pwr,clockPowerShare,0,
flow_run,cap_violations,0,
die,io_pins,97,
drt,via_per_inst,6.72,
final_timing,fin_crit_sh,0.739,
synth,yosysCellCount,1781,
finish,final_layout_size_suffix_gt1_frac,0.0938,
critical_path,critPathMostFrequentCell,"a21o_1",
final_timing,slew_headroom,0.370,
synth,ys_seq_frac,0,
drt,ant_nets,0,
critical_path,critPathKind,"in -> out",
outcome,run_status,"completed",
grt,grt_pass1_wl,80.4,mm
pwr,power.leakage,5.25,nW
critical_path,crit_family,"AND-OR/OR-AND gates",
pwr,p_sw,0.338,mW
die,fp.dieH,175,µm
synth,syn_inst,1781,
clock_tree,postCtsHoldBufs,0,
placed_design,place_area,0.0134,mm²
pwr,comb_power_share,1.000,
drt,drt_first_pass_iters,7,
final_timing,period_minus_slack,30.24,ns
finish,mostFrequentLayoutCell,"nand2_1",
finish,utilization,0.459,
critical_path,slowest_stage,"mux4_2",
final_timing,setup-violations-final,0,
finish,syn_to_final_growth,11.5,%
critical_path,slowest_delay,0.59,ns
final_timing,report.final.hold_viol_count,0,
synth,syn-mean-instance-area,6.72,µm²
critical_path,cp-start-kind,"input port",
final_timing,worst_pin_slew,0.922,ns
critical_path,cp.arrival,22.06,ns
drt,vias,14768,
clock_tree,cts-resized-gates,0,
final_timing,drv_slew,0,
==> path summary, 6_finish.rpt <==
| check | start | endpoint | cells past startpoint |
|---|---|---|---|
| hold / removal | src1[31] | fpuOut[31] | 4 |
| setup / recovery | src2[27] | fpuOut[30] | 53 |
==> cell type report <==
| type | count | share of cell area |
|---|---|---|
| inverters | 105 | 0.0295 |
| multi-input cells | 1553 | 0.829 |
| well taps | 384 | 0.0360 |
| repair buffers | 155 | 0.105 |
==> cell usage after synthesis (11+ instances only) <==
cell / number / area [µm²]
inv_1: 102 / 383
clkbuf_1: 92 / 345
buf_2: 15 / 75.1
a21o_1: 27 / 203
a22oi_1: 24 / 180
nand4_1: 42 / 263
o21bai_1: 15 / 113
o21a_1: 15 / 113
mux4_2: 24 / 541
nor4_1: 31 / 194
xnor2_1: 52 / 455
o22ai_1: 35 / 219
o21ai_0: 102 / 510
a211oi_1: 37 / 278
nand2b_1: 21 / 131
mux2i_1: 48 / 480
o221ai_1: 11 / 96.3
a21oi_1: 143 / 716
nor3_1: 48 / 240
mux2_2: 15 / 169
nor2_1: 130 / 488
a221oi_1: 26 / 228
nand2_1: 180 / 676
or3_1: 26 / 163
a31oi_1: 25 / 156
ha_1: 108 / 1350
xor2_1: 19 / 166
o211ai_1: 30 / 225
and3_1: 24 / 150
and2_1: 21 / 131
nand3_1: 60 / 300
==> power groups by stage <==
stage | Sequential [mW] | Clock [mW] | Combinational [mW]
5_1_grt | 0 | 0 | 0.562
6_report | 0 | 0 | 0.526
4_1_cts | 0 | 0 | 0.510
==> cells by family (layout without fill, tap and decap cells) <==
logic type,Yosys count,in the layout,share of synthesized area
adders and majority gates,110,110,0.116
buffers and inverters,228,260,0.0790
muxes,88,88,0.100
xor gates and xnor gates,72,72,0.0533
and+or+nand+nor,654,654,0.285
AOI/OAI and AO/OA,629,629,0.367
==> metrics by stage <==
step                      power [mW]  setup slack [ns]
after floorplan                0.329             13.28
after global placement         0.513             11.09
after detailed placement       0.508             10.90
after CTS                      0.510             10.84
after global routing           0.562              9.62
final                          0.526             10.66
==> metal layers <==
layer | part of all wire | track usage | wire length [µm] | up-vias
li1 | - | - | - | 6893
met3 | 0.10 | 0.0646 | 5170 | 139
met4 | 0.036 | 0.103 | 1850 | 0
met2 | 0.42 | 0.499 | 21500 | 914
met5 | 0 | 0 | 0 | -
met1 | 0.44 | 0.496 | 22600 | 6822
Power is estimated from default activity; no workload was simulated.
