[flow/run.sh]
#!/bin/bash
# OpenROAD 26Q1-2900-gdf79404cd8, Yosys 0.63+post, stock flow scripts
make -C /OpenROAD-flow-scripts/flow DESIGN_CONFIG=/design/flow/config.mk WORK_HOME=/design/flow/orfs finish
[flow/config.mk]
export PLATFORM = sky130hd
export DESIGN_NAME = Register_File
export DESIGN_NICKNAME = Register_File
export VERILOG_FILES = /design/flow/design.v
export SDC_FILE = /design/flow/constraint.sdc
export NUM_CORES = 4
export LEC_CHECK = 1
export CORE_UTILIZATION = 30
[flow/constraint.sdc]
current_design Register_File

set clk_period 13.0
set clk_io_pct 0.2

create_clock -name clk0 -period $clk_period [get_ports {clk}]

set non_clock_inputs [all_inputs -no_clocks]
set_input_delay [expr $clk_period * $clk_io_pct] -clock clk0 $non_clock_inputs
set_output_delay [expr $clk_period * $clk_io_pct] -clock clk0 [all_outputs]
[flow/design.v]
module Register_File (
    input  logic        clk,
    input  logic        rst,
    input  logic        int_wen,
    input  logic        fp_wen,
    input  logic        fpA_ren,
    input  logic        fpB_ren,
    input  logic [4:0]  rs1_idx,
    input  logic [4:0]  rs2_idx,
    input  logic [4:0]  rd_idx,
    input  logic [31:0] wr_data,
    output logic [31:0] rs1_data,
    output logic [31:0] rs2_data
);
    logic [31:0] int_regs [0:31];
    logic [31:0] fp_regs  [0:31];
    integer i;
    always_ff @(posedge clk or posedge rst) begin
        if (rst) begin
            for (i = 0; i < 32; i++) begin
                int_regs[i] <= 32'd0;
                fp_regs[i]  <= 32'd0;
            end
        end else begin
            if (int_wen && rd_idx != 5'd0)
                int_regs[rd_idx] <= wr_data;
            if (fp_wen && rd_idx != 5'd0)
                fp_regs[rd_idx]  <= wr_data;
        end
    end
    always_comb begin
        rs1_data = fpA_ren ? fp_regs[rs1_idx] : int_regs[rs1_idx];
        rs2_data = fpB_ren ? fp_regs[rs2_idx] : int_regs[rs2_idx];
    end
endmodule
==> run summary <==
impl run done, here's what came out: prevailing post-synth register cell=dfrtp_1, CP Class=input port to output pin, worst relative slew slack=-0.0607, part of the Yosys area used for sequential elements=0.497, Reg clk slew, reported paths=0.06 ns, distinct lib cells=71, Adder Share, Synth=0, DRC=0, CP max-delay cell=o32ai_1, most frequent CP cell=buf_4, DR vias=98100, FP Rows=214, fin crit period=11.34 ns, CTS Buf Count=225, Root Driver=clkbuf_16, Complex Gates by Area=0.143, Avg WL per Cell=48.8 µm, vias per inst=7.24, Post-CTS Setup Repair Bufs=0, area grow syn2layout=15.1%, Final Setup Violations=0, Fillers=33000, number of global-route vias before repair=93200, first-pass GRT wire length=873000 µm, Synth async-reset ratio=1.00, Main logic family=multiplexers, share of post-route cells with drive strength above 1=0.350, Post-Route WL=660000 µm, Post-CTS Resized=0, Worst setup EP type=output pin, initial antenna violation count=95, CTS Sinks=2048, H-tree Lvls=4, CORE AREA=341000 µm², Synth Cell Area=103000 µm², I/O pin total=117, Achievable Freq=88.1 MHz, Mux area share=0.220, yosys stat area=103000 µm², WP buf/inv=7, Clock Latency Late Sink=0.93 ns, CTS tree=done, status=finished, violations left, delay-heaviest family, CP=buffers and inverters, CTS max path bufs=4, placed cell count=13000, largest net degree at the start of global routing=128, Post-Synthesis Cells=8817, largest driver fanout on the critical path=31, period utilisation layout=0.873, Synth Area per Inst=11.7 µm², Critical Path Max Stage Delay=1.21 ns, Critical Path AT=8.74 ns, unrepaired setup endpoints after global routing=no, Peak VDD IR=0.106 mV, Worst-Margin Slew=1.59 ns, final slew viol count=2, Worst EP required=10.40 ns, Final ANT Viol Nets=0, number of synthesized flops with an enable pin=0, Final Hold Fails=0, worst min-delay path category=flop to flop, violated checks=capacitance limit, slew limit, Tool Warnings=58, die area=346000 µm², cell count in the Yosys report=8817, Die H=589 µm, gr usage total=0.388, Core Util at FP=0.303, CTS Hold Bufs=0, hpwl dp=387000 µm, Layout Cells excl Fill=13500, critical path, cell by cell=buf_4, buf_4, nor3b_2, buf_4, buf_4, and2_4, buf_4, a2111oi_0, nand3_1, nor4_1, o32ai_1, buf_4, clkdlybuf4s50_1, simple share=0.0991, # Max-Cap Violations=1, port bufs=116, routability cong.=1.07, Leakage=0.0523 µW, drt pass-1 iters=13, top logic cells by instance count in the layout=dfrtp_1 (2048), mux2_2 (1995), a22oi_1 (1314), dominant logic cell type in the layout=dfrtp_1, grt ovf=0, worst clock skew=0 ns, initial drt markers=14800, XOR/XNOR share of the synthesized area=0, Die X=589 µm, Power Density=154 nW/µm², startpoint types=input port, TNS Setup=0 ns, Ys Warns=3, FF+latch count, synth=2048
==> per-layer routing <==
| metal | global-route usage | part of all wire | vias up |
|---|---|---|---|
| met1 | 0.428 | 0.33 | 48900 |
| met3 | 0.290 | 0.18 | 4138 |
| met4 | 0.312 | 0.11 | 77 |
| li1 | - | - | 34000 |
| met2 | 0.488 | 0.38 | 11000 |
| met5 | 0.0385 | 0.0024 | - |
==> synthesized netlist by cell type (all sizes together), types with 25 or more instances <==
master	n	area (µm²)
a2111oi	202	1820
a21oi	100	500
a221oi	36	315
a222oi	36	360
a22oi	1314	9860
and3	605	3790
buf	361	1820
clkbuf	647	2430
dfrtp	2048	51200
mux2	1995	22500
nand2	104	393
nand2b	26	163
nand3	313	1570
nand4	270	1690
nor2	201	810
nor3	25	130
nor4	115	719
o21ai	87	435
o32ai	57	499
==> cell type report <==
class                      instances  area [µm²]  share of cell area
antenna                          169         423             0.00356
timing repair buffer             622        5220              0.0439
sequential                      2048       51200               0.431
inverter                          10        41.3            0.000348
multi-input combinational       5751       48700               0.410
clock buffer                     318        6490              0.0547
clock inverter                    87        1020             0.00862
tap                             4536        5680              0.0478
==> cells by family (layout without fill, tap and decap cells) <==
| logic type | count (synthesis) | after routing |
|---|---|---|
| AOI/OAI and AO/OA | 1950 | 1950 |
| muxes | 2014 | 2014 |
| buffers and inverters | 1018 | 1037 |
| and+or+nand+nor | 1787 | 1787 |
| DFF | 2048 | 2048 |
| other | 0 | 169 |
==> state kept, by name, summed over array words and instances (netlist names) <==
| register | flops |
|---|---|
| fp_regs | 1024 |
| int_regs | 1024 |
==> power breakdown <==
| part | switching (µW) | leakage (µW) | internal, µW |
|---|---|---|---|
| Clock | 2920 | 0.00368 | 3830 |
| Sequential | 1240 | 0.0263 | 7570 |
| Combinational | 1520 | 0.0223 | 1280 |
==> per-stage QoR <==
stage                     worst slack, ns  area [µm²]  hold WS (ns)  power, µW  utilization
after global placement               2.13      111000         0.376      11400        0.325
final                                1.66      119000         0.391      18400        0.348
after detailed placement             2.12      111000         0.379      11500        0.325
after CTS                            2.11      118000         0.393      18100        0.347
after floorplan                    -18.04      103000         0.437      10000            -
after global routing                 2.06      118000         0.402      18700        0.347
==> worst paths after layout <==
path                            startpoint                to  slack (ns)  cells past startpoint
max                             rs2_idx[4]      rs2_data[26]        1.66                     13
max in group asynchronous              rst  int_regs[23][11]        7.43                      7
min in group asynchronous              rst    fp_regs[26][0]        2.26                      3
min                         fp_regs[0][31]    fp_regs[0][31]        0.39                      0
max reg2reg                int_regs[13][1]   int_regs[13][1]       11.76                      1
min reg2reg                 fp_regs[0][31]    fp_regs[0][31]        0.39                      0
Power and IR drop assume default switching activity.
